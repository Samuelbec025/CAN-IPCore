[flow/run.sh]
#!/bin/bash
# OpenROAD 26Q1-2900-gdf79404cd8, Yosys 0.63+post, stock flow scripts
make -C /OpenROAD-flow-scripts/flow DESIGN_CONFIG=/design/flow/config.mk WORK_HOME=/design/flow/orfs finish
[flow/config.mk]
export PLATFORM = sky130hd
export DESIGN_NAME = dlc
export DESIGN_NICKNAME = dlc
export VERILOG_FILES = /design/flow/design.v
export SDC_FILE = /design/flow/constraint.sdc
export NUM_CORES = 4
export LEC_CHECK = 1
export CORE_AREA = 10 10 70 70
export DIE_AREA = 0 0 80 80
[flow/constraint.sdc]
current_design dlc

set clk_period 2.4
set clk_io_pct 0.2

create_clock -name clk0 -period $clk_period

set non_clock_inputs [all_inputs -no_clocks]
set_input_delay [expr $clk_period * $clk_io_pct] -clock clk0 $non_clock_inputs
set_output_delay [expr $clk_period * $clk_io_pct] -clock clk0 [all_outputs]
[flow/design.v]
`timescale 1ns / 1ps
module dlc (
    input [63:0] data,   
    output reg [3:0] dlc 
);
reg [7:0] non_zero_count; 
integer i;
always @* begin
    non_zero_count = 0;
    for (i = 7; i >= 0; i = i - 1) begin
        if (data[(i*8) +: 8] !== 8'h00) begin
            non_zero_count = i + 1; 
        end
    end
    case (non_zero_count)
        0: dlc = 4'b0000; 
        1: dlc = 4'b0001; 
        2: dlc = 4'b0010; 
        3: dlc = 4'b0011; 
        4: dlc = 4'b0100; 
        5: dlc = 4'b0101; 
        6: dlc = 4'b0110; 
        7: dlc = 4'b0111; 
        8: dlc = 4'b1000; 
        default: dlc = 4'b1000; 
    endcase
end
endmodule
==> out/metrics.cfg <==
[final_timing]
rsz0062_at_grt=yes
finalClockPeriodUsage_pct=97.2
finalHoldViolCount=0
finalSetupViolCount=0
worstMarginPinSlew_ns=0.244
fin_setup_tns_ns=0
period_needed_ns=2.33
max_slew_margin_pct=83.6
clock.fmax_mhz=429
finalMaxSlewViolations=0

[floorplanning]
row_count=21
dieWidth_microns=80
io_pins=68
die-area_sq_um=6400
initial_utilization_pct=6.01
die_y_microns=80
design.core.area_sq_um=3420

[critical_path]
critPathCaptureType=primary output
slowest_stage=clkdlybuf4s50_1
cp-start-kind=primary input
cpLargestDelayFamily=simple AND/OR/NAND/NOR gates
path_class=primary input to primary output
crit_chain=clkdlybuf4s50_1, nor4_4, nand2_1, nor3_2, nor2b_2, clkdlybuf4s15_1
crit_buf_inv=2
crit_fanout=2
arrival_ns=1.85
critPathRequiredTime_ns=1.92
cp_slowest_stage_delay_ns=0.44

[grt]
track_usage_pct=6.10
grt_pass1_vias=709
overflow=0
grt_max_degree=4
antenna_found_initial=0
grt_pass1_wl_microns=3280

[yosys]
syn_area_sq_um=205
ys_types=12
avgSynthCellArea_sq_um=6.04
ys_cells=34
largest_area_cell=nor4_1
topCellsByArea=nor4_1, nand2_1, nor4_2
synth_seq_share_pct=0
synthCells=34
ys_area_sq_um=205
yosysWarnings=1
top_cell_area_share_pct=42.7

[finish]
ff_count=0
ff_latch_area_sq_um=0
layout_top_cell=clkdlybuf4s50_1
area_delta_synth_final_pct=507
final_layout_top_logic_cells=clkdlybuf4s50_1, dlymetal6s2s_1, buf_4, dlygate4sd2_1, nor4_2
nClkBuffers=0
post-route-util_pct=36.4
layout-drive-gt1-share_pct=34.2
fin_area_sq_um=1240

[job]
cap_violations=0
log.warning_count=33

[routing]
first_iter_violations=8
antennaDiodeCount=0
vias_per_cell=3.87
first_pass_iters=2
postRouteAntennaNets=0
vias=642
wl_microns=2230
drc=0
post_drt_wl_per_cell_microns=13.4

[status]
status=completed

[pwr]
powerDensity_nw_per_um2=101
max-vdd-ir-drop_uv=31.2
p_leak_nw=0.593
total_power_w=0.000126

[placed_design]
placed_area_sq_um=1010
dpl.hpwl_microns=1920
gp_congestion=0.895
io_buffers=68

[hold_path]
min_path_type=primary input to primary output

[cts]
ctsHoldBuffers=0

[power by group]
group	internal (W)	switching, W
logic	0.0000935	0.0000322
registers	0	0
clock network	0	0
[area by class of cell]
| cell class | instances | area, sq um |
|---|---|---|
| Fill cell | 336 | 2170 |
| Timing Repair Buffer | 86 | 833 |
| Multi-Input combinational cell | 34 | 354 |
| Tap cell | 46 | 57.6 |
[cells by family (layout without fill, tap and decap cells)]
kind of cell	count (synthesis)	in the layout	synth area share [%]
AND-OR/OR-AND	4	4	12.2
buffers and inverters	0	86	0
AND/OR/NAND/NOR	30	30	87.8
[timing repair]
item,CTS,global route
pin swaps,14,19
gates resized,34,29
cloned,0,0
endpoints found under the setup margin,4,4
setup buffers,6,3
[final timing paths]
check	start	end	slack, ns	cells after the start
hold / removal	data[29]	dlc[0]	1.46	6
setup / recovery	data[15]	dlc[2]	0.07	6
[worst min-delay path, stage by stage]
cell            delay (ns)
dlymetal6s2s_1        0.10
nor4_2                0.05
nand2_1               0.09
buf_4                 0.12
o31ai_2               0.04
buf_2                 0.11
[cells in the mapped netlist, drive strengths merged]
library cell / number
and3: 1
nor2: 1
a31oi: 2
nand4: 1
o31ai: 1
nor4: 16
nor2b: 1
nand2: 7
or3b: 1
a21oi: 1
nor3: 2
[metrics by stage]
| stage | setup slack (ns) | cells | hold WS [ns] |
|---|---|---|---|
| after floorplan | 0.639 | 34 | 1.08 |
| after global placement | -0.544 | 157 | 2.05 |
| after detailed placement | -0.542 | 157 | 2.06 |
| after CTS | 0.00580 | 163 | 1.71 |
| after global routing | -0.0462 | 166 | 1.50 |
| final | 0.0678 | 166 | 1.46 |
[per-layer routing]
layer  GRT usage [%]  share of wire, %  routed length, microns  up-vias
li1                -                 -                       -      319
met1            7.59                42                     931      287
met2            10.6                49                    1080       36
met3            1.93               9.6                     213        0
met4               0                 0                       0        0
met5               0                 0                       0        -
